==> flow/design.v <==
module LSU
(input clk,
input in_valid, 
input [14:0] pc, input [15:0] va, input [3:0] in_rob_index,
input [7:0] l1_out, input [7:0] memory_out,
output [15:0] l1_read_port, input [15:0] memory_read_port,
output out_valid, output [3:0] out_rob_index, output [15:0] out_return_value);
    reg [5:0] count_target = 100;
    reg [5:0] count = 0;
    reg m_valid = 0;
    assign l1_read_port = va;
    assign memory_read_port = va;
    assign out_return_value = count_target == 100 ? memory_read_port : l1_read_port;
    assign out_rob_index = in_rob_index;
    assign out_valid = m_valid;
    always @(posedge clk) begin 
        if (in_valid) begin 
            count_target <= pc[2] == 0 && pc[1] == 0 ? 100 : 2;
            count <= 0;
        end
        count <= count + 1;
        if(count == count_target) begin 
            m_valid <= 1;
        end
    end
endmodule
==> flow/run.sh <==
#!/bin/bash
# OpenROAD 26Q1-2900-gdf79404cd8, Yosys 0.63+post, stock flow scripts
make -C /OpenROAD-flow-scripts/flow DESIGN_CONFIG=/design/flow/config.mk WORK_HOME=/design/flow/orfs finish
==> flow/config.mk <==
export PLATFORM = sky130hd
export DESIGN_NAME = LSU
export DESIGN_NICKNAME = LSU
export VERILOG_FILES = /design/flow/design.v
export SDC_FILE = /design/flow/constraint.sdc
export NUM_CORES = 4
export LEC_CHECK = 1
export CORE_AREA = 10 10 70 70
export DIE_AREA = 0 0 80 80
==> flow/constraint.sdc <==
current_design LSU

set clk_period 2.0
set clk_io_pct 0.2

create_clock -name clk0 -period $clk_period [get_ports {clk}]

set non_clock_inputs [all_inputs -no_clocks]
set_input_delay [expr $clk_period * $clk_io_pct] -clock clk0 $non_clock_inputs
set_output_delay [expr $clk_period * $clk_io_pct] -clock clk0 [all_outputs]
==> run notes <==
Implementation numbers.

- Of all cell types, the one taking the most synthesized area is buf_4.
- The flow halted during 1_2_yosys.
- The total cells reported by yosys after synthesis reads ~79.
- The first error in the log reads "ERROR: Found 16 problems in 'check -assert'".
- The area share of the largest cell type after synthesis is 0.542.
- The flow did not finish.
- The number of enable flip-flop cells is 3.
- The library cell with the highest instance count after synthesis is buf_4.
- In the synthesized netlist, the cells that appear most often are buf_4 (52), dfxtp_1 (6), nand3_1 (4).
- The warning count from the yosys run reads 1.
- The flop and latch count out of synthesis reads 9.
- The number of library cell types mapped by synthesis reads 14.
- The share of the Yosys chip area taken by registers is 0.292.
- The main flop type is dfxtp_1.
- Of all flip-flops after synthesis, the portion carrying an async set or reset was 0.
- The area reported by Yosys stat is 721 µm².
- By area the synthesized netlist is led by buf_4 (54%), dfxtp_1 (17%), edfxtp_1 (13%), xnor2_1 (3.6%), nand3_1 (2.8%).
-- kinds of logic after synthesis --
group,after synthesis,share of synthesized area
AND-OR/OR-AND,1,0.00694
XOR/XNOR,5,0.0608
adder cells (fa/ha/maj),1,0.0174
buffers and inverters,54,0.552
flip-flops,9,0.292
other,1,0.00520
AND/OR/NAND/NOR,8,0.0660
