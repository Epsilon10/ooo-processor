==> flow/design.v <==
`timescale 1ps/1ps
module ReservationStation(input clk, 
    input wen, input flush,
    input [3:0]instr_index, input [3:0]instr_opcode, input [7:0]instr_i, input [3:0]in_op1, input [3:0]in_op2, input [15:0]in_val1, input [15:0]in_val2, input is_val_op1, input is_val_op2,
    output [3:0]out_instr_index, output [3:0]out_opcode, output [7:0]out_i, output out_valid,
    output [15:0]out_val1, output [15:0]out_val2, output is_full,
    input [3:0]cdb_valid_flat, input [15:0]cdb_rob_index_flat, input [63:0]cdb_result_flat
    );
    genvar n;
    wire cdb_valid[0:3];
    wire [3:0]cdb_rob_index[0:3];
    wire [15:0]cdb_result[0:3];
    generate
        for (n=0;n<4;n=n+1) assign cdb_valid[3-n] = cdb_valid_flat[1*n+0:1*n];
        for (n=0;n<4;n=n+1) assign cdb_rob_index[3-n] = cdb_rob_index_flat[4*n+3:4*n];
        for (n=0;n<4;n=n+1) assign cdb_result[3-n] = cdb_result_flat[16*n+15:16*n];
    endgenerate
    reg [15:0]instruction_indices[0:3];  
    reg [3:0]instr_opcodes[0:3];  
    reg [7:0]instr_i_values[0:3];      
    reg instruction_valid[0:3];   
    initial begin
        instruction_valid[0] = 0;
        instruction_valid[1] = 0;
        instruction_valid[2] = 0;
        instruction_valid[3] = 0;
    end
    reg [3:0]op1[0:3];    
    reg op1_valid[0:3];   
    reg [15:0]val1[0:3];  
    reg [3:0]op2[0:3];    
    reg op2_valid[0:3];   
    reg [15:0]val2[0:3];  
    reg [3:0] out_instr_index_reg;  
    reg [3:0] out_opcode_reg;  
    reg [7:0] out_i_reg;       
    reg       out_valid_reg = 0;             
    reg [15:0]out_val1_reg;        
    reg [15:0]out_val2_reg;        
    reg is_full_reg = 0;
    assign out_instr_index = out_instr_index_reg;
    assign out_opcode = out_opcode_reg;
    assign out_i = out_i_reg;
    assign out_valid = out_valid_reg;
    assign out_val1 = out_val1_reg;
    assign out_val2 = out_val2_reg;
    assign is_full = is_full_reg;
    integer i;
    wire i0_valid = instruction_valid[2'b00];
    wire [3:0] i0_opcode = instr_opcodes[0];
    wire i0_op1_valid = op1_valid[0];
    wire i0_op2_valid = op2_valid[0];
    always @(posedge clk) begin
        if (~flush) begin
            if (wen & ~instruction_valid[2'b00]) begin
                instruction_valid[2'b00] <= 1;
                instr_opcodes[2'b00] <= instr_opcode;
                instr_i_values[2'b00] <= instr_i;
                instruction_indices[2'b00] <= instr_index;
                op1[2'b00] <= in_op1;
                op2[2'b00] <= in_op2;
                val1[2'b00] <= in_val1;
                val2[2'b00] <= in_val2;
                op1_valid[2'b00] <= is_val_op1;
                op2_valid[2'b00] <= is_val_op2;
            end
            else if (wen & ~instruction_valid[2'b01]) begin
                instruction_valid[2'b01] <= 1;
                instr_opcodes[2'b01] <= instr_opcode;
                instr_i_values[2'b01] <= instr_i;
                instruction_indices[2'b01] <= instr_index;
                op1[2'b01] <= in_op1;
                op2[2'b01] <= in_op2;
                val1[2'b01] <= in_val1;
                val2[2'b01] <= in_val2;
                op1_valid[2'b01] <= is_val_op1;
                op2_valid[2'b01] <= is_val_op2;
            end
            else if (wen & ~instruction_valid[2'b10]) begin
                instruction_valid[2'b10] <= 1;
                instr_opcodes[2'b10] <= instr_opcode;
                instr_i_values[2'b10] <= instr_i;
                instruction_indices[2'b10] <= instr_index;
                op1[2'b10] <= in_op1;
                op2[2'b10] <= in_op2;
                val1[2'b10] <= in_val1;
                val2[2'b10] <= in_val2;
                op1_valid[2'b10] <= is_val_op1;
                op2_valid[2'b10] <= is_val_op2;
            end
            else if (wen & ~instruction_valid[2'b11]) begin
                instruction_valid[2'b11] <= 1;
                instr_opcodes[2'b11] <= instr_opcode;
                instr_i_values[2'b11] <= instr_i;
                instruction_indices[2'b11] <= instr_index;
                op1[2'b11] <= in_op1;
                op2[2'b11] <= in_op2;
                val1[2'b11] <= in_val1;
                val2[2'b11] <= in_val2;
                op1_valid[2'b11] <= is_val_op1;
                op2_valid[2'b11] <= is_val_op2;
            end
            is_full_reg <= instruction_valid[0] & instruction_valid[1] & instruction_valid[2] & instruction_valid[3];
            for(i = 0; i < 4; i = i + 1) begin
                if (instruction_valid[i] & ~op1_valid[i] & cdb_valid[0] & (cdb_rob_index[0] == op1[i])) begin
                    val1[i] <= cdb_result[0];
                    op1_valid[i] <= 1;
                end
                else if (instruction_valid[i] & ~op1_valid[i] & cdb_valid[1] & (cdb_rob_index[1] == op1[i])) begin
                    val1[i] <= cdb_result[1];
                    op1_valid[i] <= 1;
                end
                else if (instruction_valid[i] & ~op1_valid[i] & cdb_valid[2] & (cdb_rob_index[2] == op1[i])) begin
                    val1[i] <= cdb_result[2];
                    op1_valid[i] <= 1;
                end
                else if (instruction_valid[i] & ~op1_valid[i] & cdb_valid[3] & (cdb_rob_index[3] == op1[i])) begin
                    val1[i] <= cdb_result[3];
                    op1_valid[i] <= 1;
                end
                if (instruction_valid[i] & ~op2_valid[i] & cdb_valid[0] & (cdb_rob_index[0] == op2[i])) begin
                    val2[i] <= cdb_result[0];
                    op2_valid[i] <= 1;
                end
                else if (instruction_valid[i] & ~op2_valid[i] & cdb_valid[1] & (cdb_rob_index[1] == op2[i])) begin
                    val2[i] <= cdb_result[1];
                    op2_valid[i] <= 1;
                end
                else if (instruction_valid[i] & ~op2_valid[i] & cdb_valid[2] & (cdb_rob_index[2] == op2[i])) begin
                    val2[i] <= cdb_result[2];
                    op2_valid[i] <= 1;
                end
                else if (instruction_valid[i] & ~op2_valid[i] & cdb_valid[3] & (cdb_rob_index[3] == op2[i])) begin
                    val2[i] <= cdb_result[3];
                    op2_valid[i] <= 1;
                end
            end
            if (instruction_valid[2'b00] & op1_valid[2'b00] & op2_valid[2'b00]) begin
                instruction_valid[2'b00] <= 0;
                out_instr_index_reg <= instruction_indices[2'b00];
                out_opcode_reg <= instr_opcodes[2'b00]; 
                out_i_reg <= instr_i_values[2'b00];
                out_valid_reg <= 1;      
                out_val1_reg <= val1[2'b00];       
                out_val2_reg <= val2[2'b00];
            end
            else if (instruction_valid[2'b01] & op1_valid[2'b01] & op2_valid[2'b01]) begin
                instruction_valid[2'b01] <= 0;
                out_instr_index_reg <= instruction_indices[2'b01];
                out_opcode_reg <= instr_opcodes[2'b01]; 
                out_i_reg <= instr_i_values[2'b01];
                out_valid_reg <= 1;      
                out_val1_reg <= val1[2'b01];       
                out_val2_reg <= val2[2'b01];
            end
            else if (instruction_valid[2'b10] & op1_valid[2'b10] & op2_valid[2'b10]) begin
                instruction_valid[2'b10] <= 0;
                out_instr_index_reg <= instruction_indices[2'b10];
                out_opcode_reg <= instr_opcodes[2'b10]; 
                out_i_reg <= instr_i_values[2'b10];
                out_valid_reg <= 1;      
                out_val1_reg <= val1[2'b10];       
                out_val2_reg <= val2[2'b10];
            end
            else if (instruction_valid[2'b11] & op1_valid[2'b11] & op2_valid[2'b11]) begin
                instruction_valid[2'b11] <= 0;
                out_instr_index_reg <= instruction_indices[2'b11];
                out_opcode_reg <= instr_opcodes[2'b11]; 
                out_i_reg <= instr_i_values[2'b11];
                out_valid_reg <= 1;      
                out_val1_reg <= val1[2'b11];       
                out_val2_reg <= val2[2'b11];
            end
            else begin
                out_valid_reg <= 0;
            end
        end
    end
endmodule
==> flow/run.sh <==
#!/bin/bash
# OpenROAD 26Q1-2900-gdf79404cd8, Yosys 0.63+post, stock flow scripts
make -C /OpenROAD-flow-scripts/flow DESIGN_CONFIG=/design/flow/config.mk WORK_HOME=/design/flow/orfs finish
==> flow/config.mk <==
export PLATFORM = sky130hd
export DESIGN_NAME = ReservationStation
export DESIGN_NICKNAME = ReservationStation
export VERILOG_FILES = /design/flow/design.v
export SDC_FILE = /design/flow/constraint.sdc
export NUM_CORES = 4
export LEC_CHECK = 1
export CORE_UTILIZATION = 50
==> flow/constraint.sdc <==
current_design ReservationStation

set clk_period 15.6
set clk_io_pct 0.2

create_clock -name clk0 -period $clk_period [get_ports {clk}]

set non_clock_inputs [all_inputs -no_clocks]
set_input_delay [expr $clk_period * $clk_io_pct] -clock clk0 $non_clock_inputs
set_output_delay [expr $clk_period * $clk_io_pct] -clock clk0 [all_outputs]
==> results.txt <==
run metrics: status=finished, final reports clean, die area=about 0.036 mm^2, tool warnings=26, top-count cell post-synth=edfxtp_1, CP Max Fanout=17, Sinks on Clock Net=~290, Rows=68, Cells after Synth=around 1800, area share, top type=0.4841, overall die width=~190 um, Slew headroom=0.3315, cycle use final=0.3838, Clock Path Buffers=3, Post-synth seq share=0.4841, first-pass GRT wire length=99.46 mm, main flop type=edfxtp_1, largest area contributor in the netlist=edfxtp_1, Post-DRT Antenna Nets=0, Ys Warns=11, Post-synth ARST share=0, Min-Delay Path Class=reg -> reg, worst-margin pin slew=between 1 and 1.5 ns, CP max stage delay=a little under 0.9 ns, Worst-path clk slew=around 0.060 ns, Crit. End Element=register, Final GP Congestion=just under 1, gr usage total=0.4091, Initial Util=0.5111, initial antenna violation count=3, worst hold slack=between 0.5 and 0.6 ns, top post-synthesis cells by count=edfxtp_1, a21oi_1, nor2_1, nor3_1, o31ai_1, Top cells by area=edfxtp_1, mux2i_1, o31ai_1, Routed WL per cell=~30 um, fin. max-slew vios=0, dpl hpwl=around 47 mm, fin crit period=about 6 ns, synthesis area per yosys=between 0.015 and 0.02 mm^2, mapped cell area=between 0.015 and 0.02 mm^2, peak supply drop=about 82 uV, ys cells=around 1800, Fin. Hold Viols=0, Setup crit start kind=primary input, vias in the first global route=roughly 15000, cts-stage hold buffer count=0, Util after Layout=0.6000, #FFs+latches synth=roughly 290, Max Clk Rate=0.1670 GHz, total grt overflow=0, CP max stage cell=and2_0, syn_area_per_cell=~10 um^2, Worst Path Required=around 16 ns, count of final setup violators=0, Num CTS Buffers=30, core area=between 0.03 and 0.04 mm^2, CTS root buffer=clkbuf_16, Iter 0 DRT Violations=roughly 1900, Clock Latency Late Sink=0.59 ns, via/cell ratio=between 6 and 7, PwrDens=88.98 mW/mm^2, H-tree levels=1, Syn-to-layout area delta=17.39%, max-cap violations=0, drc violations=0, critical path type=in -> reg, Pre-antenna DRT Iters=7, Regs by FF count=val1: 64 flops, val2: 64 flops, instr_i_values: 32 flops, IO Port Bufs=between 150 and 200, io pins=195, share of cells above drive strength 1=0.06699, Yosys cell types=50, CTS tree=done, largest net degree at the start of global routing=slightly above 60, CTS resizes=0, Critical Path AT=6.25 ns, total wire length=68.83 mm, total leakage power=7.566 nW, routed vias=between 15000 and 20000, clock skew=roughly 0.021 ns, CP Cell Sequence=clkdlybuf4s50_1, xnor2_1, and3_1, and2_0, nor4b_1, o21ai_1, buf_4, DIE HEIGHT=190.4 um, postcts setup bufs=0, RSZ-0062 raised after global routing=false, Setup TNS Final=0 ns, EDFF count, synth=~290
[area by class of cell]
type	count	area, um^2
diodes	3	7.507
clock buffers	34	765.7
clock inverters	22	229.0
repair buffers	254	2392
well taps	455	569.3
fillers	2803	13890
inverters	56	210.2
flip-flops and latches	286	8588
multi-input cells	1214	8065
[cell usage in the layout, fill, tap and decap left out, drive strengths merged, types with 15 or more instances in the layout]
cell / n
xnor2: 64
o31ai: 123
o211a: 16
buf: 60
clkdlybuf4s50: 194
nand4: 16
nor2: 163
nand3: 43
and3: 19
a222oi: 48
edfxtp: 286
a2111oi: 20
xor2: 64
clkinv: 15
a211oi: 85
mux2i: 106
o21ai: 35
nand2: 29
clkbuf: 34
a21oi: 164
inv: 58
nor3: 144
[per-layer routing]
layer	share of wire	wire length, um	GRT usage
met4	0.061	4190	0.1954
met3	0.14	9592	0.1756
met1	0.38	25850	0.5888
met2	0.42	29050	0.5585
met5	0.0020	139	0.02335
[cell families after synthesis]
group / Yosys count / share of synthesized area
simple gates: 474 / 0.1329
mux: 106 / 0.05980
compound gates: 506 / 0.1962
flops: 286 / 0.4841
buf+inv: 265 / 0.06389
xor+xnor: 128 / 0.06319
[worst max-delay path, delay by kind of cell]
family	cells	cell delay, ns
AOI/OAI and AO/OA	1	0.16
buffers and inverters	2	1.10
and+or+nand+nor	3	1.68
xor gates and xnor gates	1	0.17
[final timing paths]
kind / startpoint / endpoint / slack (ns) / cells past startpoint
worst max register to register: instruction_valid[2] / val2[2][10] / 12.18 / 6
worst min register to register: instr_i_values[0][0] / out_i_reg[0] / 0.58 / 2
worst min-delay path: instr_i_values[0][0] / out_i_reg[0] / 0.58 / 2
worst max-delay path: cdb_rob_index_flat[2] / val2[1][5] / 9.61 / 7
[per-stage QoR]
stage | worst slack [ns] | instance area [um^2] | total power, W | instances
after floorplan | 9.463 | 17740 | 0.001018 | 1765
after global placement | 9.175 | 19830 | 0.001133 | 2265
after detailed placement | 9.133 | 19830 | 0.001135 | 2265
after CTS | 9.731 | 20820 | 0.001852 | 2321
after global routing | 9.466 | 20820 | 0.001902 | 2321
final | 9.613 | 20830 | 0.001853 | 2324
[report_power, final]
| part | total [W] | leakage [nW] | switching (W) | internal [W] |
|---|---|---|---|---|
| logic | 0.000247 | 4.47 | 0.000152 | 0.0000949 |
| registers | 0.000880 | 2.61 | 0.00000855 | 0.000871 |
| clock network | 0.000727 | 0.483 | 0.000307 | 0.000420 |
Power figures rest on the tool's default switching activity, not on a simulated workload.
