==> /design/flow/design.v <==
`timescale 1ps/1ps
module BranchUnit
(input clk, 
input [3:0] opcode, input [3:0] in_index, input in_valid,
input [15:0] vt, input [15:0] va,   
output out_valid, output [3:0] rob_index, output [15:0] branch_target);
    reg m_valid;
    reg [3:0] m_opcode;
    reg [3:0] m_in_index;
    reg [15:0] m_vt;
    reg [15:0] m_va;
    always @(posedge clk) begin 
        m_valid <= in_valid;
        m_opcode <= opcode;
        m_in_index <= in_index;
        m_vt <= vt;
        m_va <= va;
    end
    wire isJz = opcode == 4'b1000;
    wire isJnz = opcode == 4'b1001;
    wire isJs = opcode == 4'b1010;
    wire isJns = opcode == 4'b1011;
    wire branch_taken = 
    isJz ? va == 0 : 
    isJnz ? va != 0 :
    isJs ? va[0] == 1 :
    isJns ? va[0] != 1 : 
    0;
    assign out_valid = m_valid & branch_taken;  
    assign rob_index = m_in_index;
    assign branch_target = m_vt;
endmodule
==> /design/flow/run.sh <==
#!/bin/bash
# OpenROAD 26Q1-2900-gdf79404cd8, Yosys 0.63+post, stock flow scripts
make -C /OpenROAD-flow-scripts/flow DESIGN_CONFIG=/design/flow/config.mk WORK_HOME=/design/flow/orfs finish
==> /design/flow/config.mk <==
export PLATFORM = sky130hd
export DESIGN_NAME = BranchUnit
export DESIGN_NICKNAME = BranchUnit
export VERILOG_FILES = /design/flow/design.v
export SDC_FILE = /design/flow/constraint.sdc
export NUM_CORES = 4
export LEC_CHECK = 1
export CORE_AREA = 10 10 70 70
export DIE_AREA = 0 0 80 80
==> /design/flow/constraint.sdc <==
current_design BranchUnit

set clk_period 2.3
set clk_io_pct 0.2

create_clock -name clk0 -period $clk_period [get_ports {clk}]

set non_clock_inputs [all_inputs -no_clocks]
set_input_delay [expr $clk_period * $clk_io_pct] -clock clk0 $non_clock_inputs
set_output_delay [expr $clk_period * $clk_io_pct] -clock clk0 [all_outputs]
==> reports/metrics.cfg <==
[worst_setup_path]
arrival_ns = 1.64
path_class = input port to primary output
worst_ep_required_time_ns = 1.84
path_max_fanout = 1
setup.worst_path.start = va[14]
endpoint_kind = primary output
critical_path.startpoint_type = input port
worstSetupEndpoint = out_valid

[synth]
synth.cells.most_frequent = 21 x dfxtp_1, 4 x nor4_2, 3 x nand3b_1
yosys.stat.seqShare_pct = 78.9
yosysWarningCount = 1
ys.flops = 21
synthDominantCellAreaShare_pct = 78.9
netlist.top_cell.by_instances = dfxtp_1
post_synth_inst_count = 34
top_area_cell = dfxtp_1
enable_flop_cells = 0
yosys_cell_types = 9
mappedNetlistArea_um2 = 533
ys_cells = 34
synthArstFlopShare_pct = 0
flop_cell = dfxtp_1
syn_avg_cell_area_um2 = 15.7
synthTopCellsByArea = dfxtp_1 79%, nor4_2 9.4%, nand3b_1 4.2%
yosys_area_um2 = 533

[final_timing]
grt_setup_unrepaired = no
max-slew-margin-rel_pct = 85.9
timing.fmax_mhz = 476
period_minus_slack_ns = 2.10
final_min_period_over_clock_period_pct = 91.3
timing_max_transition_violations_final = 0
worst_pin_slew_ns = 0.210
timing_hold_violations_final = 0
finalWorstSetupSlack_ns = 0.200
finalSetupViolations = 0
fin_setup_tns_ns = 0

[final_layout]
final_cell_area_um2 = 1230
fillerInstances = 343
drive_above_1_share_pct = 8.00
syn2layout_area_growth_pct = 130

[route]
routed_wirelength_mm = 2.07
route.vias.total = 525
post-route-drc-count = 0
routedWlPerCell_um = 14.2
detail_route.vias_per_cell = 3.60
antenna_cells_inserted = 0
ant_nets = 0
number_of_iterations_in_the_first_detailed_routing_pass = 2
drt-initial-drc-count = 8

[placed_design]
port_buffers = 62
hpwl_mm = 1.88
dpl_worst_slack_ns = -0.150
place_area_um2 = 1210
final_estimated_routing_congestion_in_global_placement = 0.955

[grt]
grt_first_pass_wirelength_mm = 3.19
grt_pass1_vias = 641
antenna_found_initial = 0
grt_start_max_net_pins = 12
gr_overflow_total = 0
grt.total_usage_pct = 6.27

[die]
floorplan.initialDensity_pct = 15.6
core-area_um2 = 3420
row_count = 21
die_y_um = 80
die_area_um2 = 6400
boundaryPins = 63
die_width_um = 80

[cts]
ctsHtreeMaxLevel = 1
clock_sink_total = 21
cts_root_buf = clkbuf_4
numCtsBuffers = 3
clk_pin_slew_worst_paths_ns = 0.10
ctsLongestPathBuffers = 2
cts_setup_buffers = 0
cts_tree = yes
cts-hold-fix-buffers = 0

[worst_hold_path]
hold_class = input port to flop

[power]
total_power_uw = 660
power-per-cell-area_nw_per_um2 = 538
worst_ir_drop_vdd_mv = 0.189
power.leakage_uw = 0.000485

[run_status]
status = finished, final reports clean

[run]
drv.max_cap_violation_count = 0
tool_warnings = 25

-- power breakdown --
| part | internal, uW | switching [uW] |
|---|---|---|
| combinational | 86.1 | 19.6 |
| clock | 67.4 | 99.1 |
| sequential | 383 | 4.68 |
-- worst min-delay path by stage --
stage,from,end,slack [ns],cells past startpoint
finish,vt[9],m_vt[9],0.60,1
global route,vt[5],m_vt[5],0.57,1
CTS,vt[9],m_vt[9],0.58,1
-- sequential cells by signal (all words and copies together), names as in the netlist --
name and flops:
m_valid 1, m_vt 16, m_in_index 4
-- stage by stage --
stage | std cells | util (%) | hold slack [ns]
3_5_place_dp | 142 | 35.5 | 0.912
6_report | 146 | 35.9 | 0.600
3_3_place_gp | 142 | 35.5 | 0.912
4_1_cts | 146 | 35.9 | 0.581
2_1_floorplan | 34 | - | 0.488
5_1_grt | 146 | 35.9 | 0.571
-- metal layers --
metal,routed length [um],share of wire [%],GRT usage [%],vias up
met5,0,0,0,-
met2,859,42,9.95,45
li1,-,-,-,251
met1,890,43,7.40,229
met3,317,15,3.64,0
met4,0,0,0.704,0
-- cell usage in the layout, fill, tap and decap left out, drive strengths merged --
cell type      instances
clkbuf                 4
nand4                  1
mux2i                  1
nor3                   1
nor4                   4
dfxtp                 21
clkdlybuf4s50         49
nand2                  1
dlygate4sd2           13
nor3b                  1
nand3b                 3
a21o                   1
-- final cells by class --
class	count	area (um2)	area share [%]
well taps	46	57.6	4.69
repair buffers	62	604	49.3
multi-input cells	13	118	9.59
flip-flops and latches	21	420	34.3
clock buffers	4	26.3	2.14
-- timing repair --
item,CTS,global route
gates resized,14,0
endpoints found under the hold margin,0,0
endpoints found under the setup margin,1,0
-- worst max-delay path: stages --
cell and delay (ns):
clkdlybuf4s50_1 0.42, nor4_2 0.14, nand4_1 0.13, mux2i_1 0.17, nand2_1 0.07, dlygate4sd2_1 0.24
-- cells by family (layout without fill, tap and decap cells) --
kind of cell           Yosys count  count (layout)  share of synthesized area, %
AND/OR/NAND/NOR                 11              11                          17.8
flip-flops                      21              21                          78.9
multiplexers                     1               1                          1.88
buffers and inverters            0              66                             0
AND-OR/OR-AND                    1               1                          1.41
Power and IR drop assume default switching activity.
