$ cat /design/flow/config.mk
export PLATFORM = sky130hd
export DESIGN_NAME = FXU
export DESIGN_NICKNAME = FXU
export VERILOG_FILES = /design/flow/design.v
export SDC_FILE = /design/flow/constraint.sdc
export NUM_CORES = 4
export LEC_CHECK = 1
export CORE_UTILIZATION = 50
$ cat /design/flow/constraint.sdc
current_design FXU

set clk_period 6.4
set clk_io_pct 0.2

create_clock -name clk0 -period $clk_period [get_ports {clk}]

set non_clock_inputs [all_inputs -no_clocks]
set_input_delay [expr $clk_period * $clk_io_pct] -clock clk0 $non_clock_inputs
set_output_delay [expr $clk_period * $clk_io_pct] -clock clk0 [all_outputs]
$ cat /design/flow/design.v
`timescale 1ps/1ps
module FXU
(input clk, input flush,
input [3:0] in_opcode, input [3:0] in_index, input in_valid,
input [15:0] in_va, input [15:0] in_vb, input [7:0] in_i,  
output out_valid, output [3:0] out_rob_index, output [15:0] out_return_value);
    reg m_valid = 0;
    reg m_flush = 0;
    reg [3:0] opcode;
    reg [3:0] rob_index;
    reg [15:0] va;
    reg [15:0] vb;
    reg [15:0] i;
    always @(posedge clk) begin 
        m_valid <= in_valid;
        m_flush <= flush;
        opcode <= in_opcode;
        rob_index <= in_index;
        va <= in_va;
        vb <= in_vb;
        i <= in_i;
    end
    wire isAdd = opcode == 4'b0000;
    wire isSub = opcode == 4'b0001;
    wire isMov = opcode == 4'b0100;
    wire isMovl = opcode == 4'b0101;
    wire isMovh = opcode == 4'b0110;
    assign out_return_value = 
    isAdd ? va + vb : 
    isSub ? va - vb :
    isMov ? va :
    isMovl ? {{8{i[7]}}, i} : 
    isMovh ? {i, va[7:0]} : 
    0;
    assign out_valid = m_valid & ~m_flush;
    assign out_rob_index = rob_index;
endmodule
$ cat /design/flow/run.sh
#!/bin/bash
# OpenROAD 26Q1-2900-gdf79404cd8, Yosys 0.63+post, stock flow scripts
make -C /OpenROAD-flow-scripts/flow DESIGN_CONFIG=/design/flow/config.mk WORK_HOME=/design/flow/orfs finish
==> summary.txt <==
Implementation progress

The signed area change from the synthesized netlist to the final layout stands at 26.7%. The critical path is of the flip-flop to output pin type. The initial antenna violation count stands at 0. The share of the core filled by cells before placement stands at 53.0%. Buffers added to address setup during post-CTS repair amount to 0. The cell total in the yosys stat output stands at 392.

The final RePlAce weighted congestion stands at 0.945. The highest ir drop seen on vdd stands at 0.125 mV. TritonCTS built the clock tree. The number of fillers in the final layout stands at 498.

In this run the worst hold path is classified as input pin to flip-flop. Looking at the clock tree report, the root buffer type is clkbuf_8. The pin slew with the least headroom to its limit stands at 0.721 ns. The number of warnings reported in the stage logs is 41. The cell count after synthesis came out at 392.

The count of cells resized by post-cts repair stands at 0. The most used flip-flop cell after synthesis is dfxtp_1. Setup repair after global routing left no endpoint under its margin.

The flow reported a cell area power density of 197 nW/um^2. For reference, the critical path is captured by out_return_value[15]. Yosys reported that registers with async set or reset make up 0%.

In the post-route report, total wirelength is listed as 8630 um. The horizontal die dimension stands at 82.2 um. Data on the critical path arrives at its endpoint at 3.36 ns. For this run, the number of Yosys warnings is 1. Per the final timing report, the hold violations number 0. The detailed router placed 3153 vias in this run. The number of port buffers stands at 71. Before antenna repair, the detailed router went through 5 iterations. The via count of the first global-routing pass was 2822. The run finished with clean final reports.

Once detail routing completed, the nets flagged for antenna violations numbered 0. The final-layout setup total negative slack stands at 0 ns. The count of unresolved DRC violations after routing stands at 0. The number of clock sinks came to 50.

The initial detailed-routing violation count stands at 171. 72 I/O pins were placed. For reference, the final report shows the max-slew violation count at 0. The cell count after placement stands at 522. Sequential cells were found to cover 31.1% of the synthesized design area.

The first-pass GRT wire length stands at 13700 um. The worst hold margin stands at 1.40 ns. The total inserted antenna cells stands at 0. The max-cap check violation count stands at 0. From the final report, the count of setup violators was given as 0. The largest net degree at the start of global routing stands at 21.

STA classifies the critical path endpoint as an output pin. No sink is reached through more buffers than the 2 on the longest clock path. The number of rows created at floorplan stands at 28. The post-synthesis instance area stands at 3210 um^2. The CTS report gives the tree buffer count as 5. For reference, the critical path is launched at vb[1]. Global routing finished with a remaining overflow of 0. The highest achievable clock rate stands at 215 MHz. The number of enable flip-flop cells stands at 0. The detailed-route wire length per cell stands at 16.3 um. In the finished design, the share of the clock period the worst path needs comes to 72.5%.

The area enclosed by the die boundary stands at 6750 um^2. The slew check shows that the tightest pin keeps a relative margin of 51.9%. In this run the most critical hold path is launched from in_i[6]. The leakage component of the power stands at 0.00168 uW. STA classifies the critical path startpoint as a flip-flop. The overall die height stands at 82.2 um. The total global routing track utilization stands at 28.0%.

After synthesis, the netlist uses 62 different library cells. Per the CTS log, the maximum H-tree level is 2. The registers of the reported paths see a clock transition of 0.10 ns. The post-CTS hold buffer count recorded in the log is 0. Leaving out filler cells and counting taps, the final layout contains 530. The routed design could run at a clock period as short as 4.64 ns. The post-route netlist has 5.05% of its cells at a drive strength greater than 1. Per the detail_route report, vias per standard cell equal 5.95.

The mean instance size in the synthesized netlist stands at 8.20 um^2. The number of synthesized register bits stands at 50. The core region is 6060 um^2. Yosys reports a chip area of 3210 um^2.

The peak fanout along the critical path stands at 4. The data required time reported for the critical path is 5.12 ns. The detailed placer's ending HPWL stands at 6640 um.
cells by family after synthesis:
logic type,Yosys count,synth area share [%]
compound gates,117,25.4
xor+xnor,5,1.36
fa+ha+maj,32,12.9
buf+inv,48,5.96
flops,50,31.1
mux,5,1.63
simple gates,135,21.6
Yosys cell counts (4+ instances only):
master / instances / area (um^2)
or3_1: 6 / 37.5
dfxtp_1: 50 / 1000
nand2b_1: 4 / 25.0
nand3_1: 11 / 55.1
a211oi_1: 7 / 52.6
or2_2: 5 / 31.3
nor2_1: 28 / 105
nand4_1: 5 / 31.3
o21a_1: 7 / 52.6
o22ai_1: 6 / 37.5
inv_1: 30 / 113
clkbuf_1: 7 / 26.3
o21ai_0: 23 / 115
nor2b_1: 10 / 62.6
nor3_1: 16 / 80.1
buf_2: 9 / 45.0
nor4_1: 4 / 25.0
a21oi_1: 32 / 160
ha_1: 30 / 375
nand2_1: 31 / 116
a21o_1: 7 / 52.6
critical path, cell delays in order (launching register included):
cell and delay, ns:
dfxtp_1 0.42, inv_1 0.07, ha_1 0.28, nor2b_1 0.15
o31a_1 0.28, a21oi_1 0.26, a31oi_1 0.21, or4b_1 0.49
a32o_1 0.27, a31oi_1 0.15, clkdlybuf4s50_1 0.49
worst min-delay path by stage:
stage / end / slack (ns) / cells after the start
CTS: va[11] / 1.39 / 1
global route: vb[14] / 1.38 / 1
finish: i[6] / 1.40 / 1
metal layers:
layer / global-route usage (%) / vias to the layer above / part of all wire, %
li1: - / 1539 / -
met1: 43.3 / 1444 / 47
met2: 41.7 / 160 / 43
met3: 5.13 / 10 / 8.7
met4: 4.91 / 0 / 1.2
met5: 0 / - / 0
cell usage in the layout, fill, tap and decap left out, types with 3 or more instances in the layout:
cell type / n
mux2i_1: 3
clkdlybuf4s50_1: 71
nand4_1: 5
a211oi_1: 7
a21o_1: 7
or3_1: 6
ha_1: 30
nor3_1: 16
a21oi_1: 32
nand2_1: 31
xor2_1: 3
o22ai_1: 6
nor2b_1: 10
clkbuf_8: 5
or2_2: 5
and3_1: 3
nand2b_1: 4
nand3_1: 11
dfxtp_1: 50
nor2_1: 28
o221ai_1: 3
inv_1: 30
o21ai_0: 23
o21a_1: 7
nor4_1: 4
sequential cells by signal, indices dropped and copies added (netlist names):
| name | count |
|---|---|
| rob_index | 4 |
| opcode | 4 |
| va | 16 |
| i | 8 |
| m_valid | 1 |
| m_flush | 1 |
| vb | 16 |
stage by stage:
step / utilization, % / instance area [um^2] / total power [uW] / worst slack (ns)
floorplan: - / 3210 / 485 / 2.95
global placement: 65.3 / 3960 / 569 / 2.09
detailed placement: 65.3 / 3960 / 569 / 2.10
CTS: 67.2 / 4070 / 803 / 1.75
global route: 67.2 / 4070 / 848 / 1.50
finish: 67.2 / 4070 / 802 / 1.76
where the power goes:
| part | switching (uW) | total, uW | internal (uW) | leakage (uW) |
|---|---|---|---|---|
| logic | 109 | 222 | 113 | 0.00120 |
| registers | 17.8 | 346 | 328 | 0.000422 |
| clock network | 116 | 234 | 119 | 0.0000587 |
| total | 243 | 802 | 559 | 0.00168 |
final cells by class:
cell class / count / area [um^2] / share of cell area (%)
repair buffers: 73 / 726 / 17.8
inverters: 30 / 113 / 2.77
clock inverters: 3 / 47.5 / 1.17
flip-flops and latches: 50 / 1000 / 24.6
multi-input cells: 294 / 2020 / 49.7
well taps: 75 / 93.8 / 2.30
clock buffers: 5 / 68.8 / 1.69
Power is estimated from default activity; no workload was simulated.
