$ cat flow/config.mk
export PLATFORM = sky130hd
export DESIGN_NAME = RegisterFile
export DESIGN_NICKNAME = RegisterFile
export VERILOG_FILES = /design/flow/design.v
export SDC_FILE = /design/flow/constraint.sdc
export NUM_CORES = 4
export LEC_CHECK = 1
export CORE_UTILIZATION = 30
$ cat flow/run.sh
#!/bin/bash
# OpenROAD 26Q1-2900-gdf79404cd8, Yosys 0.63+post, stock flow scripts
make -C /OpenROAD-flow-scripts/flow DESIGN_CONFIG=/design/flow/config.mk WORK_HOME=/design/flow/orfs finish
$ cat flow/constraint.sdc
current_design RegisterFile

set clk_period 4.9
set clk_io_pct 0.2

create_clock -name clk0 -period $clk_period [get_ports {clk}]

set non_clock_inputs [all_inputs -no_clocks]
set_input_delay [expr $clk_period * $clk_io_pct] -clock clk0 $non_clock_inputs
set_output_delay [expr $clk_period * $clk_io_pct] -clock clk0 [all_outputs]
$ cat flow/design.v
`timescale 1ps/1ps
module RegisterFile
(input clk, 
input [15:0]instr_buffer_read_addr_flat, 
output [63:0] read_data_value_flat, 
output [3:0]  read_data_busy_flat, 
output [15:0] read_data_owner_flat,
input  [15:0] instr_buffer_read_addr_2_flat, 
output [63:0] read_data_value_2_flat, 
output [3:0]  read_data_busy_2_flat , 
output [15:0] read_data_owner_2_flat,
input [3:0]retirement_write_data_enable_flat, 
input [15:0]retirement_target_reg_flat, 
input [63:0]retirement_write_data_flat, 
input [15:0]instruction_writer_flat,
input [3:0] rt_update_enable_flat,
input [15:0] rt_target_reg_flat,
input [15:0] rt_owner_flat
);
    genvar n;
    wire [3:0]instr_buffer_read_addr[0:3];
    wire [3:0]instr_buffer_read_addr_2[0:3];
    wire retirement_write_data_enable[0:3];
    wire [3:0]retirement_target_reg[0:3];
    wire [15:0]retirement_write_data[0:3];
    wire [3:0]instruction_writer[0:3];
    wire rt_update_enable[0:3];
    wire [3:0] rt_target_reg[0:3];
    wire [3:0] rt_owner[0:3];
    generate
        for (n=0;n<4;n=n+1) assign instr_buffer_read_addr[3-n] = instr_buffer_read_addr_flat[4*n+3:4*n];
        for (n=0;n<4;n=n+1) assign instr_buffer_read_addr_2[3-n] = instr_buffer_read_addr_2_flat[4*n+3:4*n];
        for (n=0;n<4;n=n+1) assign retirement_write_data_enable[3-n] = retirement_write_data_enable_flat[1*n+0:1*n];
        for (n=0;n<4;n=n+1) assign retirement_target_reg[3-n] = retirement_target_reg_flat[4*n+3:4*n];
        for (n=0;n<4;n=n+1) assign retirement_write_data[3-n] = retirement_write_data_flat[16*n+15:16*n];
        for (n=0;n<4;n=n+1) assign instruction_writer[3-n] = instruction_writer_flat[4*n+3:4*n];
        for (n=0;n<4;n=n+1) assign rt_update_enable[3-n] = rt_update_enable_flat[1*n+0:1*n];
        for (n=0;n<4;n=n+1) assign rt_target_reg[3-n] = rt_target_reg_flat[4*n+3:4*n];
        for (n=0;n<4;n=n+1) assign rt_owner[3-n] = rt_owner_flat[4*n+3:4*n];
    endgenerate
    generate
        for (n=0; n<4; n=n+1) assign read_data_value_flat [16*n+15:16*n] = m_read_data_value[3-n];
        for (n=0; n<4; n=n+1) assign read_data_busy_flat  [1*n+0:1*n]    = m_read_data_busy[3-n];
        for (n=0; n<4; n=n+1) assign read_data_owner_flat [4*n+3:4*n]    = m_read_data_owner[3-n];
        for (n=0; n<4; n=n+1) assign read_data_value_2_flat[16*n+15:16*n] = m_read_data_value_2[3-n];
        for (n=0; n<4; n=n+1) assign read_data_busy_2_flat [1*n+0:1*n]    = m_read_data_busy_2[3-n];
        for (n=0; n<4; n=n+1) assign read_data_owner_2_flat[4*n+3:4*n]    = m_read_data_owner_2[3-n];
    endgenerate
    reg [15:0] values[0:15];
    reg busy[0:15];
    reg [3:0] owner[0:15];
    reg [15:0] m_read_data_value[0:3];
    reg m_read_data_busy[0:3];
    reg [3:0] m_read_data_owner[0:3];
    reg [15:0] m_read_data_value_2[0:3];
    reg m_read_data_busy_2[0:3];
    reg [3:0] m_read_data_owner_2[0:3];
    initial begin
        integer i;
        for (i = 0; i < 16; i++) begin
            busy[i] = 0;
        end
        values[5] = 70;
        values[2] = 0;
    end
    always @(posedge clk) begin
        integer i;
        for (i = 0; i < 4; i++) begin
            m_read_data_value[i] <= instr_buffer_read_addr[i] == 0 ? 0 : values[instr_buffer_read_addr[i]];
            m_read_data_busy[i] <= busy[instr_buffer_read_addr[i]];
            m_read_data_owner[i] <= owner[instr_buffer_read_addr[i]];
        end
        for (i = 0; i < 4; i++) begin
            m_read_data_value_2[i] <= instr_buffer_read_addr_2[i] == 0 ? 0 : values[instr_buffer_read_addr_2[i]];
            m_read_data_busy_2[i] <= busy[instr_buffer_read_addr_2[i]];
            m_read_data_owner_2[i] <= owner[instr_buffer_read_addr_2[i]];
        end
        for (i = 0; i < 4; i++) begin
            if (retirement_write_data_enable[i]) begin
                values[retirement_target_reg[i]] <= retirement_write_data[i];
                if (m_read_data_owner[retirement_target_reg[i]] == instruction_writer[i]) begin 
                    m_read_data_busy[retirement_target_reg[i]] <= 0;
                end
            end
        end
    end
endmodule
==> impl_metrics.py <==
# Metrics from the implementation run
metrics = {
    "setup_path": {
        "worstRegToRegCells": 2,
        "arrival_ps": 3640,
        "worstSetupPathType": "in2reg",
        "regToRegStartpoint": "values[14][0]",
        "worstPathRequired_ps": 5150,
        "crit_fanout": 30,
        "endpoint_kind": "flop",
        "timing.rr.end": "m_read_data_value[3][0]",
        "crit_path_start_kind": "input port",
        "r2r_slack_ps": 3050,
    },
    "clock_tree": {
        "cts_tree": "yes",
        "numCtsBuffers": 39,
        "cts_resized": 0,
        "clock_latency_ps": 610,
        "clock-root-buffer": "clkbuf_16",
        "htreeDepth": 2,
        "clock_sinks": 369,
        "cts.path.max_buffers": 3,
        "postCtsSetupRepairBufs": 0,
        "cts_hold_buf": 0,
        "clkTransAtPathRegs_ps": 60,
    },
    "logic_synthesis": {
        "top_logic_kind": "multiplexers",
        "ys_warn_count": 6,
        "synth-compound-area-share_pct": 15.2,
        "edf_count": 241,
        "ys_ff": 369,
        "ys_sh_mux_pct": 37.1,
        "synth_cell_types": 41,
        "yosys_area_um2": 34000,
        "postSynthSeqShare_pct": 28.8,
        "synthFlopType": "edfxtp_1",
        "adder_share_pct": 0,
        "postSynthAreaPerCell_um2": 11.1,
        "synth-async-reset-ratio_pct": 0,
        "netlist_instances": 3060,
        "synth-simple-area-share_pct": 12.3,
        "xor_area_share_pct": 0,
        "netlist_area_um2": 34000,
        "ys_cells": 3060,
    },
    "timing": {
        "setup_viol": 0,
        "slew_headroom_pct": 31.7,
        "drv_slew": 0,
        "tns_ps": 0,
        "fin_crit_ps": 3390,
        "final_hold_viol_count": 0,
        "finClkSkew_ps": 15.9,
        "worst_pin_slew_ps": 1020,
        "fin_crit_sh_pct": 69.1,
        "fin_hold_ws_ps": 932,
        "timing.fmax_mhz": 295,
        "rsz0062_at_grt": "false",
    },
    "power_and_ir_drop": {
        "pwr-share-comb_pct": 28.4,
        "p_leak_nw": 13.3,
        "power_frac_seq_pct": 41.3,
        "ir_drop_mv": 0.235,
        "intPower_mw": 6.87,
        "pwr-share-clk_pct": 30.3,
        "power_switching_mw": 3.13,
        "power_mw": 10.0,
        "switching_share_pct": 31.3,
        "p_per_area_nw_per_um2": 259,
    },
    "floorplan": {
        "core_um2": 112000,
        "die_w_um": 339,
        "die_area_um2": 115000,
        "ios": 337,
        "initCoreUtil_pct": 30.2,
        "die_h_um": 339,
        "num_rows": 123,
    },
    "grt": {
        "grt.total_usage_pct": 26.5,
        "grt_max_degree": 68,
        "grt_pass1_wl_um": 212000,
        "antenna_found_initial": 29,
        "grt_pass1_vias": 29300,
        "grt_overflow_total": 0,
    },
    "run": {
        "warnings": 77,
        "maxCapViolations": 0,
    },
    "placement": {
        "numPortBuffers": 244,
        "place.gp.congestion": 1.07,
        "dp_cells": 4497,
        "hpwl_um": 104000,
    },
    "drt": {
        "wl_met2_um": 63200,
        "wl_per_cell_um": 32.3,
        "finalWirelength_um": 148000,
        "wl_met1_um": 48700,
        "first_iter_violations": 2992,
        "dr_wl_met3_um": 27300,
        "postRouteAntennaNets": 0,
        "top_layer_used": "met5",
        "vias_per_cell": 6.43,
        "vias": 29400,
        "drc": 0,
        "drtPass1Iterations": 7,
    },
    "min_path": {
        "hold_end": "m_read_data_value_2[3][11]",
        "min_from": "values[1][11]",
        "hold_depth": 2,
        "min_path_type": "reg2reg",
    },
    "finish": {
        "layout.cells.non_filler": 4571,
        "drive_gt1_share_pct": 28.3,
        "fin_util_pct": 34.4,
        "syn_to_final_growth_pct": 13.7,
    },
    "outcome": {
        "status": "completed",
    },
}
-- layer usage --
| layer | vias up | track usage, % |
|---|---|---|
| li1 | 12200 | - |
| met1 | 14100 | 29.8 |
| met2 | 2540 | 37.9 |
| met3 | 523 | 20.3 |
| met4 | 60 | 9.86 |
| met5 | - | 3.25 |
-- placed cells by master, fill, tap and decap left out, types with 67 or more instances in the layout --
cell type        instances
edfxtp_1               241
dfxtp_1                128
o31ai_1                241
mux4_2                 484
nor2_1                 254
mux2_2                 124
and3_1                 243
buf_4                  141
nand2_1                275
a21oi_1                 67
a211oi_1               247
a22o_1                  99
clkdlybuf4s50_1        221
-- metrics by stage --
step | setup WS, ps | area [um2]
3_3_place_gp | 1160 | 37300
2_1_floorplan | 2140 | 34100
4_1_cts | 1740 | 38600
6_report | 1510 | 38600
3_5_place_dp | 1100 | 37300
5_1_grt | 1480 | 38600
-- logic make-up (layout without fill, tap and decap cells) --
kind of cell	Yosys count	count (layout)
AOI/OAI and AO/OA	687	687
and+or+nand+nor	880	880
muxes	639	639
DFF	369	369
buffers and inverters	484	452
other	1	44
-- state kept, by name, summed over array words and instances, names as in the netlist --
register,cells
m_read_data_value,64
m_read_data_value_2,64
values,241
-- power by group through the flow --
stage	combinational (mW)	sequential [mW]	clock (mW)
CTS	2.79	4.09	3.09
global route	2.98	4.16	3.18
finish	2.84	4.13	3.03
-- synth_stat cells (all sizes together) (2+ instances only) --
master    n  area share (%)
edfxtp  241              21
nand2b   28            0.52
mux2    124             4.1
nor2b    16            0.29
clkbuf  261             2.9
mux2i    31            0.91
a21oi    67            0.99
nor3      8            0.21
a221o    25            0.74
o21ai     3           0.044
nand2   275             3.0
and3b     5            0.13
nand3    22            0.32
a211oi  247             5.5
a31oi     2           0.037
mux4    484              32
and3    244             4.5
and2      2           0.037
or3b      2           0.059
buf     223             3.6
o31ai   241             5.3
nor3b     2           0.059
dfxtp   128             7.5
a22o     99             2.6
nor2    270             3.0
nand3b    5            0.11
-- worst max path at each step --
| stage | from | to | slack [ps] | cells past startpoint |
|---|---|---|---|---|
| CTS | retirement_target_reg_flat[8] | values[15][2] | 1740 | 5 |
| global route | retirement_target_reg_flat[5] | values[3][12] | 1480 | 5 |
| finish | retirement_target_reg_flat[9] | values[7][1] | 1510 | 5 |
-- critical path, cell delays in order --
cell and delay [ps]:
clkdlybuf4s50_1 510, and2_2 450, nand2_1 630, a211oi_1 170, o31ai_1 870
-- layout make-up --
cell class / count / area, um2
Multi-Input combinational cell: 2246 / 22200
Antenna cell: 4 / 10.0
Clock buffer: 43 / 991
Timing Repair Buffer: 382 / 3460
Clock inverter: 27 / 289
Fill cell: 10900 / 73700
Tap cell: 1500 / 1880
Sequential cell: 369 / 9800
Power figures rest on the tool's default switching activity, not on a simulated workload.
